## ./design.v

```verilog
`timescale 1ps/1ps
module exponent_accelerator (input logic clk, input logic reset_n,
                  input logic [3:0] address,
                  input logic read, output logic [31:0] readdata,
                  input logic write, input logic [31:0] writedata, 
                  output logic [7:0] exp_ledr, output logic [7:0] exp_hex);
endmodule: exponent_accelerator
module exponent (clock, reset_n, enable, x, a, p, ready); 
    input logic clock, reset_n, enable;
    input logic [31:0] x, a;
    output logic [31:0] p;
    output logic ready;
    logic [31:0] base, exp;
    enum {IDLE, COMPUTE, DONE} state;
    always @(posedge clock) begin
        if (!reset_n) begin
            state <= IDLE;
            p <= 1;
            ready <= 0;
        end else case (state)
            IDLE: begin
                ready <= 1;
                p <= 1;
                base <= 32'd0;
                exp <= 32'd0;
                if (enable) begin
                    ready <= 0;  
                    state <= COMPUTE;
                    base <= x;
                    exp <= a;
                end else begin
                    state <= IDLE;
                end
            end
            COMPUTE: begin
                if (exp != 0) begin
                    p <= p * base;
                    exp <= exp - 32'd1;
                    state <= COMPUTE;
                end else begin
                    state <= DONE;
                end
            end
            DONE: begin
                if (!ready) begin
                    ready <= 1; 
                    state <= DONE;
                end else begin
                    state <= IDLE;
                end 
            end
        endcase
    end
endmodule: exponent
```

## ./run.sh

```bash
#!/bin/bash
# OpenROAD 26Q1-2900-gdf79404cd8, Yosys 0.63+post, stock flow scripts
make -C /OpenROAD-flow-scripts/flow DESIGN_CONFIG=/design/flow/config.mk WORK_HOME=/design/flow/orfs finish
```

## ./config.mk

```make
export PLATFORM = sky130hd
export DESIGN_NAME = exponent
export DESIGN_NICKNAME = exponent
export VERILOG_FILES = /design/flow/design.v
export SDC_FILE = /design/flow/constraint.sdc
export NUM_CORES = 4
export LEC_CHECK = 1
export CORE_UTILIZATION = 50
```

## ./constraint.sdc

```tcl
current_design exponent

set clk_period 10.8
set clk_io_pct 0.2

create_clock -name clk0 -period $clk_period [get_ports {clock}]

set non_clock_inputs [all_inputs -no_clocks]
set_input_delay [expr $clk_period * $clk_io_pct] -clock clk0 $non_clock_inputs
set_output_delay [expr $clk_period * $clk_io_pct] -clock clk0 [all_outputs]
```

==> notes.md <==
Item: results of the latest flow run.

- The first global-routing pass estimated 82.3 mm of wire.
- For reference, the clock transition at the flip-flops on the worst setup and hold paths is 0.08 ns.
- The cell sitting at the root of the clock tree is a sky130_fd_sc_hd__clkbuf_16.
- The first-pass iteration count of the detailed router is 5.
- The most common cell after layout, fill and taps aside is sky130_fd_sc_hd__fa_1.
- The area growth from synthesis to layout is 9.50%.
- The worst slew slack as a fraction of its limit is 0.490.
- The area of the core is between 30000 and 40000 um2.
- Gates resized during post-CTS repair numbered 0.
- The tool warning count is 25.
- The count of nets left with antenna violations after detail routing is 0.
- For flop-to-flop paths, the worst setup slack is 3.37 ns.
- Setup repair after global routing left no endpoint under its margin.
- The flow reports an fmax of approximately 130 MHz.
- The overall routing resource usage is 0.285.
- The report puts the cell count of the worst reg-to-reg path at 25.
- The synthesized instance count is around 2100.
- After detailed routing, the number of remaining DRC violations is 0.
- In this run the VDD rail shows a maximum IR drop of 0.163 mV.
- The worst-path maximum fanout is 21.
- The maximum number of pins on one net before global-route repair is 36.
- The source-to-sink clock delay at the later pin of the worst-skew pair is 0.37 ns.
- The post-layout period usage of the worst path is 0.688.
- The ratio of cells with drive above 1 in the final layout is 0.0352.
- The destination of the worst register-to-register timing path is p[28]$_SDFFE_PN0P_.
- The number of pins exceeding their max-slew limit in the final report is 0.
- The measured slew at the worst slew-check pin is 0.763 ns.
- During I/O placement, the number of pins put on the boundary was 100.
- The power per unit of standard cell area is about 220 nW/um2.
- The number of failing setup endpoints in the final timing report is 0.
- The synthesized area per cell is 9.45 um2.
- The endpoint class of the critical path is a register.
- The worst min-delay path class is register to register.
- Per the layout report, the design carries about 3500 filler cells.
- After clock tree synthesis, the flow added hold-fix buffers numbering 0.
- Summed over all nets, the half-perimeter wirelength after detailed placement is between 30 and 40 mm.
- The horizontal extent of the die is between 200 and 250 um.
- Before any placement, the netlist area is recorded as 19900 um2.
- The final weighted congestion recorded by global placement is 0.910.
- The area of the die is 40600 um2.
- The total routed wirelength is 49.6 mm.
- For this run, the detailed router reports a per-instance via density of 5.17.
- The depth of the worst hold-timing path is 2.
- The most used flip-flop cell after synthesis is sky130_fd_sc_hd__edfxtp_1.
- The initial antenna violation count is 1.
- The worst setup margin is 3.37 ns.
- The warning tally printed by Yosys for this design is 1.
- The final report gives the standard cell area, fillers excluded, as ~22000 um2.
- The placement-stage cell area is 21500 um2.
- By instance count, the cell type seen most on the critical path is sky130_fd_sc_hd__fa_1.
- After routing, the total negative slack on setup checks comes to 0 ns.
- Looking at the setup timing report, the critical path kind is register to register.
- The height of the chip is 202 um.
- The CTS tree is yes.
- Ranking logic cells in the layout by count gives the top entries sky130_fd_sc_hd__fa_1, sky130_fd_sc_hd__inv_1, sky130_fd_sc_hd__and2_1.
- The post-CTS setup buffer count is 0.
- Among cell families on the critical path, the largest total delay comes from adder cells.
- The depth of the critical timing path with buffers and inverters included is 25.
- The final hold violation count is 0.
- The number of global-route vias before repair is 15300.
- STA classifies the critical path startpoint as a register.
- The number of port buffers is slightly below 100.
- The cell row count is 72.
- The distinct cell type count of the synthesized netlist is just under 60.
- In this run, CTS created clock tree buffers numbering 9.
- The hold path endpoint is state[1]$_DFF_P_.
- In this run, synthesis produced a sequential element count of 100.
- The flow ran to the end, and the final reports show no timing, DRC or antenna violations.
- The area figure in the yosys stat output is ~20000 um2.
- The delay contributed by the slowest stage of the critical path is 0.54 ns.
- The startpoint identified for the worst register-to-register timing path is p[9]$_SDFFE_PN0P_.
- The synthesized netlist was found by Yosys to have 2107 cells.
- For this design the static power due to leakage is 10.0 nW.
- Clock skew on the completed layout was measured at roughly 0.019 ns.
- Together, buffers and inverters on the worst path number 6.
- The sequential share of the synthesized area is 0.133.
- The H-tree was split into 3 levels.
- The arrival time of the worst setup path is 7.69 ns.
- For this run the aggregate overflow at the end of global routing stands at 0.
- The share of flip-flops with an asynchronous set or reset after synthesis is 0.
- Counting flops with a built-in enable in the synthesized netlist gives 64.
- Among all stages on the critical path, the largest delay is contributed by sky130_fd_sc_hd__fa_1.
- For this design, the sink count on the clock tree is ~100.
- The worst path needs 7.43 ns of the cycle, external delays included.
- The critical path data required time is 11.05 ns.
- The number of max-cap violations is 0.
- The script logs the mean routed wire length per placed instance as 18.5 um.
- The initial utilization of the core area, before any placement, comes to 0.510.
- The largest buffer count on any clock path is 2.
- The number of DRC markers after the initial detailed-route iteration is 581.
- Looking at hold timing, the worst path starts from state[1]$_DFF_P_.
- The number of vias after detailed routing is 13900.
- The setup slack at placement is 3.38 ns.
-- Yosys cell counts (2+ instances only) --
cell type                  instances  area share
sky130_fd_sc_hd__or4_4             2      0.0011
sky130_fd_sc_hd__buf_2             2     0.00050
sky130_fd_sc_hd__clkbuf_1        102       0.019
sky130_fd_sc_hd__nor4_4            2      0.0021
sky130_fd_sc_hd__dfxtp_1          36       0.036
sky130_fd_sc_hd__or4_1             5      0.0019
sky130_fd_sc_hd__o21ai_0          44       0.011
sky130_fd_sc_hd__buf_4             2     0.00075
sky130_fd_sc_hd__edfxtp_1         64       0.097
sky130_fd_sc_hd__nor2b_1           2     0.00063
sky130_fd_sc_hd__a22o_1            4      0.0018
sky130_fd_sc_hd__o21bai_1          4      0.0015
sky130_fd_sc_hd__or3_1             9      0.0028
sky130_fd_sc_hd__ha_1            124       0.078
sky130_fd_sc_hd__o21ai_1           6      0.0015
sky130_fd_sc_hd__and2_1          343        0.11
sky130_fd_sc_hd__nand3_1           8      0.0020
sky130_fd_sc_hd__nand2b_1          6      0.0019
sky130_fd_sc_hd__inv_1           389       0.073
sky130_fd_sc_hd__xor2_1           33       0.015
sky130_fd_sc_hd__a31oi_1           4      0.0013
sky130_fd_sc_hd__o21a_1            6      0.0023
sky130_fd_sc_hd__nor3_1           11      0.0028
sky130_fd_sc_hd__a21boi_0          4      0.0015
sky130_fd_sc_hd__a21o_1           12      0.0045
sky130_fd_sc_hd__nand2_1         268       0.051
sky130_fd_sc_hd__a22oi_1          19      0.0072
sky130_fd_sc_hd__nand4_1           2     0.00063
sky130_fd_sc_hd__nor4_1            5      0.0016
sky130_fd_sc_hd__fa_1            408        0.41
sky130_fd_sc_hd__xnor2_1          77       0.034
sky130_fd_sc_hd__a21oi_1          21      0.0053
sky130_fd_sc_hd__a32o_1            3      0.0015
sky130_fd_sc_hd__nor2_1           55       0.010
-- metal layers --
layer,vias up,track usage,share of wire
li1,6413,-,-
met4,0,0.0360,0.018
met2,542,0.418,0.46
met5,-,0,0
met1,6853,0.441,0.43
met3,56,0.116,0.099
-- how the worst max path moves through the flow --
stage	start	to	slack, ns
4_1_cts	p[16]$_SDFFE_PN0P_	p[28]$_SDFFE_PN0P_	3.34
5_1_grt	p[16]$_SDFFE_PN0P_	p[28]$_SDFFE_PN0P_	2.93
6_report	p[9]$_SDFFE_PN0P_	p[28]$_SDFFE_PN0P_	3.37
-- where the power goes --
group          internal (mW)  switching, mW
Clock                  0.167          0.173
Sequential             0.455         0.0620
Combinational           1.72           2.24
Total                   2.34           2.48
-- registers in the layout, summed over array words and instances, names as in the netlist --
signal,flops
base,32
ready,1
p,32
exp,32
state,3
-- logic make-up (layout without fill, tap and decap cells) --
kind of cell | after synthesis | in the layout | synth area share
AND-OR/OR-AND | 143 | 143 | 0.0469
XOR/XNOR | 110 | 110 | 0.0484
adder cells (fa/ha/maj) | 532 | 532 | 0.488
buffers and inverters | 497 | 552 | 0.0946
flip-flops | 100 | 100 | 0.133
other | 0 | 1 | 0
AND/OR/NAND/NOR | 725 | 725 | 0.189
-- worst reg2reg max path, cell delays in order (launching register included) --
cell and delay [ns]:
sky130_fd_sc_hd__dfxtp_1 0.41, sky130_fd_sc_hd__buf_4 0.35, sky130_fd_sc_hd__nand2_1 0.15, sky130_fd_sc_hd__fa_1 0.45, sky130_fd_sc_hd__inv_1 0.08, sky130_fd_sc_hd__fa_1 0.43
sky130_fd_sc_hd__fa_1 0.52, sky130_fd_sc_hd__inv_1 0.05, sky130_fd_sc_hd__fa_1 0.47, sky130_fd_sc_hd__inv_1 0.05, sky130_fd_sc_hd__fa_1 0.50, sky130_fd_sc_hd__inv_1 0.06
sky130_fd_sc_hd__fa_1 0.54, sky130_fd_sc_hd__inv_1 0.05, sky130_fd_sc_hd__fa_1 0.38, sky130_fd_sc_hd__fa_1 0.47, sky130_fd_sc_hd__ha_1 0.36, sky130_fd_sc_hd__a21o_1 0.20
sky130_fd_sc_hd__a21o_1 0.17, sky130_fd_sc_hd__a21oi_1 0.12, sky130_fd_sc_hd__o21ai_0 0.13, sky130_fd_sc_hd__or3_1 0.31, sky130_fd_sc_hd__o21ai_0 0.33, sky130_fd_sc_hd__a21boi_0 0.16
sky130_fd_sc_hd__or3_1 0.32, sky130_fd_sc_hd__a32o_1 0.24
-- through the flow --
step	hold WS (ns)	power, mW	util	cells
after floorplan	0.426	3.40	-	2107
after global placement	0.472	4.50	0.551	2664
after detailed placement	0.488	4.50	0.551	2664
after CTS	0.500	4.89	0.559	2680
after global routing	0.535	5.41	0.559	2680
final	0.496	4.82	0.559	2681
-- area by class of cell --
type	instances	area, um2	area share
Multi-Input combinational cell	1510	15400	0.706
Sequential cell	100	2640	0.121
Inverter	390	1460	0.0671
Timing Repair Buffer	146	1340	0.0616
Tap cell	518	648	0.0297
Clock buffer	9	225	0.0103
Clock inverter	7	83.8	0.00384
Antenna cell	1	2.50	0.000115
No activity file was given, so power comes from the tool's default toggle rates.
